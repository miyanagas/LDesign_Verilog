==> config.mk <==
export PLATFORM = sky130hd
export DESIGN_NAME = processor
export DESIGN_NICKNAME = processor
export VERILOG_FILES = /design/flow/design.v
export SDC_FILE = /design/flow/constraint.sdc
export NUM_CORES = 4
export LEC_CHECK = 1
export CORE_UTILIZATION = 50
==> constraint.sdc <==
current_design processor

set clk_period 7.1
set clk_io_pct 0.2

create_clock -name clk0 -period $clk_period [get_ports {Clk}]

set non_clock_inputs [all_inputs -no_clocks]
set_input_delay [expr $clk_period * $clk_io_pct] -clock clk0 $non_clock_inputs
set_output_delay [expr $clk_period * $clk_io_pct] -clock clk0 [all_outputs]
==> design.v <==
module register (Clk, D, EN, Resetn, Q);
    input Clk, EN, Resetn;
    input [7:0] D;
    output [7:0] Q;
    reg [7:0] Q;
    always @(posedge Clk or negedge Resetn) begin
        if (!Resetn) begin
            Q <= 0;
        end
        else begin
            if (EN) begin
                Q <= D;
            end
        end
    end
endmodule
module mux_8bit_6to1 (S, R0, R1, R2, R3, DIN, G, OUT);
    input [5:0] S;
    input [7:0] R0, R1, R2, R3, DIN, G;
    output [7:0] OUT;
    assign OUT = 
        (S == 6'b000001) ? G : (
        (S == 6'b000010) ? R0 : (
        (S == 6'b000100) ? R1 : (
        (S == 6'b001000) ? R2 : (
        (S == 6'b010000) ? R3 : (
        (S == 6'b100000) ? DIN : 8'bxxxx_xxxx)))));
endmodule
module arithmetic_logic_unit (A, B, Mode, OUT);
    input Mode;
    input [7:0] A, B;
    output [7:0] OUT;
    assign OUT = (Mode) ? A - B : A + B;
endmodule
module control_unit (Clk, Run, IR, Resetn, R0in, R1in, R2in, R3in, Ain, Gin, IRin, R0out, R1out, R2out, R3out, Gout, DINout, Mode, Done);
    input Clk, Run, Resetn;
    input [6:0] IR;
    output R0in, R1in, R2in, R3in, Ain, Gin, IRin, R0out, R1out, R2out, R3out, Gout, DINout, Mode, Done;
    reg [6:0] in_ctrl;
    reg [5:0] out_ctrl;
    reg reg_Mode, reg_Done;
    reg [1:0] cur_st, next_st;
    parameter T0 = 2'b00, T1 = 2'b01, T2 = 2'b10, T3 = 2'b11;
    parameter mv = 3'b000, mvi = 3'b001, add = 3'b010, sub = 3'b011;
    always @(posedge Clk or negedge Resetn) begin
        if (!Resetn) begin
            cur_st <= T0;
        end
        else begin
            if (Done) begin
                cur_st <= T0;
            end
            else begin
                cur_st <= next_st;
            end
        end
    end
    assign {DINout, R3out, R2out, R1out, R0out, Gout} = out_ctrl;
    assign {R0in, R1in, R2in, R3in, Ain, Gin, IRin} = in_ctrl;
    assign Mode = reg_Mode;
    assign Done = reg_Done;
    always @(cur_st or Run) begin
        case (cur_st)
            T0: begin
                out_ctrl = 6'b000000;
                in_ctrl = 7'b0000001;
                reg_Mode = 1'b0;
                reg_Done = 1'b0;
                next_st = (Run) ? T1 : T0;
            end
            T1: begin
                case (IR[6:4])
                    mv: begin
                        case (IR[1:0])
                            2'b00: out_ctrl = 6'b000010;
                            2'b01: out_ctrl = 6'b000100;
                            2'b10: out_ctrl = 6'b001000;
                            2'b11: out_ctrl = 6'b010000;
                        endcase
                        case (IR[3:2])
                            2'b00: in_ctrl = 7'b1000000;
                            2'b01: in_ctrl = 7'b0100000;
                            2'b10: in_ctrl = 7'b0010000;
                            2'b11: in_ctrl = 7'b0001000;
                        endcase
                        reg_Mode = 1'b0;
                        reg_Done = 1'b1;
                    end
                    mvi: begin
                        out_ctrl = 6'b100000;
                        case (IR[3:2])
                            2'b00: in_ctrl = 7'b1000000;
                            2'b01: in_ctrl = 7'b0100000;
                            2'b10: in_ctrl = 7'b0010000;
                            2'b11: in_ctrl = 7'b0001000;
                        endcase
                        reg_Mode = 1'b0;
                        reg_Done = 1'b1;
                    end
                    add: begin
                        case (IR[3:2])
                            2'b00: out_ctrl = 6'b000010;
                            2'b01: out_ctrl = 6'b000100;
                            2'b10: out_ctrl = 6'b001000;
                            2'b11: out_ctrl = 6'b010000;
                        endcase
                        in_ctrl = 7'b0000100;
                        reg_Mode = 1'b0;
                        reg_Done = 1'b0;
                        next_st = T2;
                    end
                    sub: begin
                        case (IR[3:2])
                            2'b00: out_ctrl = 6'b000010;
                            2'b01: out_ctrl = 6'b000100;
                            2'b10: out_ctrl = 6'b001000;
                            2'b11: out_ctrl = 6'b010000;
                        endcase
                        in_ctrl = 7'b0000100;
                        reg_Mode = 1'b0;
                        reg_Done = 1'b0;
                        next_st = T2;
                    end
                endcase
            end
            T2: begin
                case (IR[6:4])
                    add: begin
                        case (IR[1:0])
                            2'b00: out_ctrl = 6'b000010;
                            2'b01: out_ctrl = 6'b000100;
                            2'b10: out_ctrl = 6'b001000;
                            2'b11: out_ctrl = 6'b010000;
                        endcase
                        in_ctrl = 7'b0000010;
                        reg_Mode = 1'b0;
                        reg_Done = 1'b0;
                        next_st = T3;
                    end
                    sub: begin
                        case (IR[1:0])
                            2'b00: out_ctrl = 6'b000010;
                            2'b01: out_ctrl = 6'b000100;
                            2'b10: out_ctrl = 6'b001000;
                            2'b11: out_ctrl = 6'b010000;
                        endcase
                        in_ctrl = 7'b0000010;
                        reg_Mode = 1'b1;
                        reg_Done = 1'b0;
                        next_st = T3;
                    end
                endcase
            end
            T3: begin
                case (IR[6:4])
                    add: begin
                        out_ctrl = 6'b000001;
                        case (IR[3:2])
                            2'b00: in_ctrl = 7'b1000000;
                            2'b01: in_ctrl = 7'b0100000;
                            2'b10: in_ctrl = 7'b0010000;
                            2'b11: in_ctrl = 7'b0001000;
                        endcase
                        reg_Mode = 1'b0;
                        reg_Done = 1'b1;
                    end
                    sub: begin
                        out_ctrl = 6'b000001;
                        case (IR[3:2])
                            2'b00: in_ctrl = 7'b1000000;
                            2'b01: in_ctrl = 7'b0100000;
                            2'b10: in_ctrl = 7'b0010000;
                            2'b11: in_ctrl = 7'b0001000;
                        endcase
                        reg_Mode = 1'b0;
                        reg_Done = 1'b1;
                    end
                endcase
            end
            default: begin
                out_ctrl = 6'bxxxxxx;
                in_ctrl = 7'bxxxxxxx;
                reg_Mode = 1'bx;
                reg_Done = 1'bx;
                next_st = 3'bxxx;
            end
        endcase
    end
endmodule
module processor (Clk, Run, DIN, Resetn, OUT_IR, OUT_R0, OUT_R1, OUT_R2, OUT_R3, OUT_A, OUT_G, OUT_MUX, Bus, R0in, R1in, R2in, R3in, Ain, Gin, IRin, R0out, R1out, R2out, R3out, Gout, DINout, Done);
    input Clk, Run, Resetn;
    input [7:0] DIN;
    output R0in, R1in, R2in, R3in, Ain, Gin, IRin, R0out, R1out, R2out, R3out, Gout, DINout, Done;
    output [7:0] OUT_R0, OUT_R1, OUT_R2, OUT_R3, OUT_A, OUT_G, OUT_MUX, Bus;
	output[6:0] OUT_IR;
    wire R0in, R1in, R2in, R3in, Ain, Gin, IRin, R0out, R1out, R2out, R3out, Gout, DINout, Mode;
    wire [6:0] IN_IR, OUT_IR;
    wire [7:0] IN_R0, IN_R1, IN_R2, IN_R3, IN_A, OUT_R0, OUT_R1, OUT_R2, OUT_R3, OUT_A, OUT_G, OUT_MUX, OUT_ALU;
    assign IN_IR = DIN[6:0];
    register IR(Clk, IN_IR, IRin, Resetn, OUT_IR);
    control_unit ControlUnit(Clk, Run, OUT_IR, Resetn, R0in, R1in, R2in, R3in, Ain, Gin, IRin, R0out, R1out, R2out, R3out, Gout, DINout, Mode, Done);
    register R0(Clk, IN_R0, R0in, Resetn, OUT_R0);
    register R1(Clk, IN_R1, R1in, Resetn, OUT_R1);
    register R2(Clk, IN_R2, R2in, Resetn, OUT_R2);
    register R3(Clk, IN_R3, R3in, Resetn, OUT_R3);
    register A(Clk, IN_A, Ain, Resetn, OUT_A);
    arithmetic_logic_unit ALU(OUT_A, Bus, Mode, OUT_ALU);
    register G(Clk, OUT_ALU, Gin, Resetn, OUT_G);
    mux_8bit_6to1 MUX({DINout, R3out, R2out, R1out, R0out, Gout}, OUT_R0, OUT_R1, OUT_R2, OUT_R3, DIN, OUT_G, OUT_MUX);
    assign IN_A = OUT_MUX;
    assign IN_R0 = OUT_MUX;
    assign IN_R1 = OUT_MUX;
    assign IN_R2 = OUT_MUX;
    assign IN_R3 = OUT_MUX;
    assign Bus = OUT_MUX;
endmodule
==> run.sh <==
#!/bin/bash
# OpenROAD 26Q1-2900-gdf79404cd8, Yosys 0.63+post, stock flow scripts
make -C /OpenROAD-flow-scripts/flow DESIGN_CONFIG=/design/flow/config.mk WORK_HOME=/design/flow/orfs finish
==> results.rst <==
Physical design figures
=======================

.. list-table::
   :header-rows: 1

   * - Metric
     - Value
   * - Count of routing violations after the opening detailed-route iteration
     - 129
   * - Worst hold path cell count
     - 2
   * - Highest clock rate
     - ~0.22 GHz
   * - Number of stages on the worst setup path
     - 6
   * - Yosys stat chip area
     - between 3000 and 4000 sq um
   * - # H-tree levels
     - 3
   * - Chip height
     - roughly 87 microns
   * - Floorplan row count
     - 30
   * - Area taken by multi-input logic gates
     - about 1700 sq um
   * - Longest Clk Path Bufs
     - 2
   * - Number of enable flip-flop cells
     - 0
   * - Number of register pins that no clock reaches
     - 17
   * - Fin util
     - 0.684
   * - Measured slew at the worst slew-check pin
     - 764 ps
   * - Via count
     - ~3100
   * - Final hold viol count
     - 0
   * - Setup clock skew after layout
     - roughly 9.2 ps
   * - Delay contributed by the slowest stage of the critical path
     - 540 ps
   * - Post-synthesis cell count from yosys
     - about 380
   * - Total number of yosys warnings
     - 4
   * - Endpoints left unconstrained
     - 33
   * - Grt ovf
     - 0
   * - Gpl congestion
     - approximately 0.90
   * - Maximum VDD drop
     - about 0.14 mV
   * - Worst setup EP type
     - output port
   * - Post-Synthesis Cells
     - roughly 380
   * - Count of buffer and inverter cells on the critical path
     - 3
   * - Horizontal die dimension
     - approximately 87 microns
   * - Clock buffer count from CTS
     - 9
   * - Worst Path Arrival
     - roughly 3200 ps
   * - Final worst path period share
     - 0.654
   * - CTS clk-pin slew, worst paths
     - 70 ps
   * - Maximum Capacitance Violations
     - 0
   * - Library cell appearing most often on the critical path
     - sky130_fd_sc_hd__clkdlybuf4s50_1
   * - Post-route insts no fill
     - ~560
   * - Remaining antenna violation count after routing
     - 0
   * - Worst Reg-to-Reg Cells
     - 14
   * - Min-delay worst type
     - reg2reg
   * - Synth async-reset ratio
     - 0.770
   * - Hold worst-path end
     - R3.Q[6]
   * - Core utilization at floorplan
     - 0.523
   * - Total die size
     - ~7600 sq um
   * - Routed vias/inst
     - between 5 and 6
   * - Endpoint of the most critical register-to-register path
     - G.Q[7]
   * - Core region area
     - between 6000 and 7000 sq um
   * - Worst setup slack for register-to-register paths
     - 3720 ps
   * - Number of buffers added to fix hold violations after cts
     - 0
   * - Number of I/O port buffers
     - ~95
   * - Static leakage
     - between 1.5 and 2 nW
   * - Placed Cells incl. Taps
     - ~540
   * - Worst setup SP type
     - input pin
   * - Average cell area after synthesis
     - 9.54 sq um
   * - Clock tree from TritonCTS
     - done
   * - Launch instance of the worst min-delay path
     - R3.Q[6]
   * - Number of register bits inferred by synthesis
     - 74
   * - Setup violators final
     - 0
   * - Area occupied by registers
     - ~1700 sq um
   * - Top fanout value on the critical path
     - 7
   * - Critical path type
     - in2out
   * - Power density relative to cell area
     - about 240 nW/um^2
   * - Critical-path cell list
     - clkdlybuf4s50_1 > mux2i_1 > a211oi_1 > o21ai_1 > inv_1 > clkdlybuf4s50_1
   * - Warning total across the stage logs
     - 29
   * - Via count of the first global-routing pass
     - 2827
   * - Ant diodes
     - 0
   * - Drc violations
     - 0
   * - Routed wirelength normalized by instance count
     - roughly 17 microns
   * - Required time worst endpoint
     - between 5000 and 6000 ps
   * - Cell chosen for the clock root
     - sky130_fd_sc_hd__clkbuf_8
   * - Layout Area Growth over Synthesis
     - 30.7%
   * - Boundary Pins
     - around 96
   * - Reg2reg start
     - G.Q[0]
   * - Total Routed Length
     - between 9000 and 10000 microns
   * - Slowest-stage cell, CP
     - sky130_fd_sc_hd__o21ai_1
   * - All-layer global routing usage
     - 0.264
   * - Outcome
     - finished, final reports clean
   * - Pwr Total
     - ~0.0011 W
   * - Length of the first detailed-routing pass in iterations
     - 5
   * - Global-route wire length before repair
     - between 10000 and 15000 microns
   * - Worst hold slack after final layout
     - roughly 560 ps
   * - Cts repair resizes
     - 0
   * - Total setup buffers inserted after CTS
     - 0
   * - Final-report max-slew violation count
     - 0
   * - Worst skew pair latency
     - approximately 340 ps
   * - Initial antenna violation count
     - 0
   * - RSZ-0062 raised after global routing
     - false
   * - Fin Setup TNS
     - 0 ps
   * - Flip-flop cell with the highest count after synthesis
     - sky130_fd_sc_hd__dfrtp_1
   * - Relative slew margins
     - 0.489
   * - Share of layout cells above drive strength 1
     - 0.0889
   * - Count of filler cells inserted in the layout
     - ~570
   * - Largest net degree at the start of global routing
     - 58
   * - Kind of cell adding the most delay to the critical path
     - buffers and inverters
   * - Count of distinct cell types in the synthesized netlist
     - around 53
   * - Post-DP HPWL
     - approximately 7000 microns
   * - Clock period minus final worst setup slack
     - 4650 ps
   * - Netlist area before placement
     - ~3600 sq um
## state kept, by name, indices dropped and copies added (netlist names)
register	count
ControlUnit.out_ctrl	6
ControlUnit.reg_Mode	1
ControlUnit.reg_Done	1
R1.Q	8
R2.Q	8
IR.Q	7
A.Q	8
ControlUnit.in_ctrl	7
G.Q	8
R0.Q	8
R3.Q	8
ControlUnit.next_st	2
ControlUnit.cur_st	2
## routing by layer
metal  vias to the layer above  share of wire  track usage
li1                       1482              -            -
met1                      1514           0.46        0.405
met2                       128           0.46        0.409
met3                        16          0.068       0.0577
met4                         0          0.017       0.0470
met5                         -              0            0
## cells in the mapped netlist (2+ instances only)
library cell | count | share of area
sky130_fd_sc_hd__nand2_1 | 11 | 0.011
sky130_fd_sc_hd__dlxtn_1 | 17 | 0.071
sky130_fd_sc_hd__buf_1 | 5 | 0.0052
sky130_fd_sc_hd__o221ai_1 | 6 | 0.015
sky130_fd_sc_hd__xnor2_1 | 10 | 0.024
sky130_fd_sc_hd__a31oi_1 | 3 | 0.0052
sky130_fd_sc_hd__nand2b_1 | 2 | 0.0035
sky130_fd_sc_hd__ha_1 | 12 | 0.042
sky130_fd_sc_hd__dfrtp_1 | 57 | 0.39
sky130_fd_sc_hd__o21a_1 | 2 | 0.0042
sky130_fd_sc_hd__inv_1 | 18 | 0.019
sky130_fd_sc_hd__and3_1 | 8 | 0.014
sky130_fd_sc_hd__mux2i_1 | 3 | 0.0083
sky130_fd_sc_hd__clkbuf_1 | 11 | 0.011
sky130_fd_sc_hd__xor2_1 | 4 | 0.0097
sky130_fd_sc_hd__a211oi_1 | 10 | 0.021
sky130_fd_sc_hd__o21ai_0 | 4 | 0.0055
sky130_fd_sc_hd__and4b_1 | 3 | 0.0083
sky130_fd_sc_hd__a221oi_1 | 4 | 0.0097
sky130_fd_sc_hd__nor2_1 | 62 | 0.064
sky130_fd_sc_hd__a21o_1 | 2 | 0.0042
sky130_fd_sc_hd__nand3_1 | 5 | 0.0069
sky130_fd_sc_hd__mux2_2 | 13 | 0.040
sky130_fd_sc_hd__o22a_1 | 5 | 0.012
sky130_fd_sc_hd__buf_4 | 10 | 0.021
sky130_fd_sc_hd__nor2b_1 | 6 | 0.010
sky130_fd_sc_hd__buf_2 | 2 | 0.0028
sky130_fd_sc_hd__nor3_1 | 3 | 0.0042
sky130_fd_sc_hd__and2_1 | 4 | 0.0069
sky130_fd_sc_hd__buf_6 | 2 | 0.0062
sky130_fd_sc_hd__a21oi_1 | 52 | 0.072
sky130_fd_sc_hd__a22oi_1 | 2 | 0.0042
## tightest hold or removal path, cell delays in order, from the launching register on
cell                      delay, ps
sky130_fd_sc_hd__dfrtp_1        370
sky130_fd_sc_hd__nor2_1          50
sky130_fd_sc_hd__a21oi_1        100
## power by group
| part | internal (W) | switching, W | leakage, nW |
|---|---|---|---|
| sequential | 0.000398 | 0.0000791 | 0.750 |
| combinational | 0.000221 | 0.000115 | 1.14 |
| clock | 0.000172 | 0.000141 | 0.0949 |
| total | 0.000791 | 0.000335 | 1.98 |
## layout by cell type (no fill, tap or decap), types with 4 or more instances in the layout
master,count
sky130_fd_sc_hd__clkdlybuf4s50_1,94
sky130_fd_sc_hd__nor2_1,62
sky130_fd_sc_hd__dfrtp_1,57
sky130_fd_sc_hd__a21oi_1,52
sky130_fd_sc_hd__inv_1,18
sky130_fd_sc_hd__dlxtn_1,17
sky130_fd_sc_hd__mux2_2,13
sky130_fd_sc_hd__ha_1,12
sky130_fd_sc_hd__nand2_1,11
sky130_fd_sc_hd__a211oi_1,10
sky130_fd_sc_hd__xnor2_1,10
sky130_fd_sc_hd__clkbuf_8,10
sky130_fd_sc_hd__and3_1,8
sky130_fd_sc_hd__nor2b_1,6
sky130_fd_sc_hd__o221ai_1,6
sky130_fd_sc_hd__nand3_1,5
sky130_fd_sc_hd__o22a_1,5
sky130_fd_sc_hd__and2_1,4
sky130_fd_sc_hd__xor2_1,4
sky130_fd_sc_hd__a221oi_1,4
sky130_fd_sc_hd__o21ai_0,4
## how the worst max path moves through the flow
stage                 to  slack (ps)    from
finish            Bus[6]        2450  DIN[6]
CTS               Bus[6]        2420  DIN[6]
global route  OUT_MUX[6]        2320  DIN[6]
## logic make-up after synthesis
kind of cell	share of synthesized area
muxes	0.0488
latches	0.0706
buffers and inverters	0.0651
DFF	0.395
adders and majority gates	0.0471
AOI/OAI and AO/OA	0.177
xor gates and xnor gates	0.0339
and+or+nand+nor	0.163
## cell type report
type | instances | share of cell area
clock buffer | 10 | 0.0291
clock inverter | 6 | 0.0140
inverter | 18 | 0.0143
multi-input combinational | 257 | 0.359
sequential | 74 | 0.356
tap | 96 | 0.0254
timing repair buffer | 96 | 0.202
## metrics by stage
step | setup slack (ps) | area (sq um)
3_5_place_dp | 2420 | 4520
5_1_grt | 2320 | 4720
6_report | 2450 | 4720
4_1_cts | 2420 | 4720
2_1_floorplan | 3170 | 3610
3_3_place_gp | 2480 | 4520
Power is estimated from default activity; no workload was simulated.
