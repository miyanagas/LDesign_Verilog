File: flow/design.v
module mux_3bit_5to1 (I0, I1, I2, I3, I4, S, O);
    input [2:0] I0, I1, I2, I3, I4, S;
    output [2:0] O;
    assign O = mux_5to1_func(I0, I1, I2, I3, I4, S);
    function[2:0] mux_5to1_func;
        input [2:0] i0, i1, i2, i3, i4, s;
        reg [2:0] out;
        begin
            case (s)
                3'b000: out = i0;
                3'b001: out = i1;
                3'b010: out = i2;
                3'b011: out = i3;
                3'b100: out = i4;
                default: out = 3'bxxx;
            endcase
            mux_5to1_func = out;
        end
    endfunction
endmodule
File: flow/run.sh
#!/bin/bash
# OpenROAD 26Q1-2900-gdf79404cd8, Yosys 0.63+post, stock flow scripts
make -C /OpenROAD-flow-scripts/flow DESIGN_CONFIG=/design/flow/config.mk WORK_HOME=/design/flow/orfs finish
File: flow/config.mk
export PLATFORM = sky130hd
export DESIGN_NAME = mux_3bit_5to1
export DESIGN_NICKNAME = mux_3bit_5to1
export VERILOG_FILES = /design/flow/design.v
export SDC_FILE = /design/flow/constraint.sdc
export NUM_CORES = 4
export LEC_CHECK = 1
export CORE_AREA = 10 10 70 70
export DIE_AREA = 0 0 80 80
File: flow/constraint.sdc
current_design mux_3bit_5to1

set clk_period 1.8
set clk_io_pct 0.2

create_clock -name clk0 -period $clk_period

set non_clock_inputs [all_inputs -no_clocks]
set_input_delay [expr $clk_period * $clk_io_pct] -clock clk0 $non_clock_inputs
set_output_delay [expr $clk_period * $clk_io_pct] -clock clk0 [all_outputs]
==> flow_metrics.tcl <==
# place-and-route summary
set metrics [dict create \
    maxCapViolations 0 \
    ios 21 \
    drcViolationCount 0 \
    cp_slowest_cell "clkdlybuf4s50_1" \
    drive_gt1_share_pct 39.06 \
    setup_tns_ns 0 \
    mappedNetlistArea_sq_um 310.3 \
    wl_um 1206 \
    grt_max_degree 10 \
    drt_pass1_iterations 4 \
    setup_ws_ns 0.07239 \
    grt-ovfl-total 0 \
    place_ws_ns -0.6854 \
    setup_viol 0 \
    synth_seq_share_pct 0 \
    n_clock_buffer 0 \
    cts_hold_buffers 0 \
    fillers 395 \
    synth.distinct_cells 16 \
    vdd_drop_max_uv 74.94 \
    p_per_area_nw_per_um2 206.9 \
    fin_util_pct 17.47 \
    status "completed" \
    fp_util_pct 9.084 \
    crit_type "primary input to output pin" \
    ys_cells 40 \
    dpl_cell_area_sq_um 591.8 \
    synth_chip_area_sq_um 310.3 \
    leakagePower_nw 0.2646 \
    warnings 32 \
    end_kind "output pin" \
    cp_max_fo 1 \
    worstMarginPinSlew_ns 0.1957 \
    start_kind "primary input" \
    slew_viol_final 0 \
    hold_ws_ns 1.259 \
    dp_hpwl_um 1017 \
    area.sequential_sq_um 0 \
    chipArea_sq_um 6400 \
    synth_cells 40 \
    io_buffers 21 \
    chipHeight_um 80 \
    grt_pass1_wl_um 2014 \
    grt_pass1_vias 395 \
    grt_setup_unrepaired "false" \
    area_growth_syn_to_layout_pct 92.34 \
    timing.final.crit_share_pct 95.98 \
    ff_count 0 \
    fmax_mhz 578.8 \
    drt-wirelength-per-cell_um 10.96 \
    fp-row-count 21 \
    avgSynthCellArea_sq_um 7.757 \
    logic_area_sq_um 282.8 \
    grt_usage_pct 3.810 \
    hold_viol_final 0 \
    final_cell_area_sq_um 596.8 \
    cpPeakStageDelay_ns 0.41 \
    fp.coreArea_sq_um 3416 \
    critPathRequiredTime_ns 1.44 \
    drtIter0Drc 5 \
    crit_chain "clkdlybuf4s50_1 > a211o_2 > nand2_1 > a311oi_2 > buf_2" \
    drt-vias-per-instance 3.609 \
    drtAntennaViolNets 0 \
    worst_ep_arrival_time_ns 1.37 \
    yosysWarnings 1 \
    die_w_um 80 \
    fin_crit_ns 1.728 \
    antenna_found_initial 0 \
    vias 397 \
    gp_congestion 0.7480 \
    antennaDiodeCount 0 \
    slew_headroom_pct 86.81 \
    hp-class "primary input to output pin" \
]
-- power breakdown --
group	internal [mW]	switching, mW	leakage [nW]
sequential	0	0	0
clock	0	0	0
combinational	0.0761	0.0474	0.265
total	0.0761	0.0474	0.265
-- cell usage after synthesis --
cell / instances / area share (%)
a211o_1: 3 / 8.5
a211o_2: 3 / 9.7
a311oi_2: 3 / 15
buf_2: 1 / 1.6
buf_4: 1 / 2.4
buf_6: 1 / 3.6
buf_8: 1 / 4.8
inv_1: 3 / 3.6
mux2_2: 3 / 11
nand2_1: 4 / 4.8
nor2b_1: 4 / 8.1
nor3b_1: 3 / 7.3
o21a_1: 3 / 7.3
o21ai_0: 3 / 4.8
o22ai_1: 3 / 6.0
or2_2: 1 / 2.0
-- critical path: cells and delay by family --
kind                   cells  cell delay [ns]
buffers and inverters      2             0.53
AND-OR/OR-AND              2             0.39
AND/OR/NAND/NOR            1             0.08
-- placed cells by master, fill, tap and decap left out --
cell             synthesis  routed
o22ai_2                  0       2
inv_1                    3       3
nand2_1                  4       4
a311oi_2                 3       3
clkdlybuf4s50_1          0       6
or2_4                    0       1
nor2b_1                  4       3
o21a_1                   3       3
o22ai_1                  3       1
clkbuf_2                 0       1
mux2_2                   3       3
buf_2                    1       4
buf_4                    1       5
clkdlybuf4s15_1          0       1
o21ai_0                  3       3
a211o_1                  3       3
dlymetal6s2s_1           0       3
nor3b_1                  3       3
dlygate4sd2_1            0       6
nor2b_4                  0       1
buf_6                    1       2
a211o_2                  3       3
-- stage by stage --
| step | std cells | total power [mW] |
|---|---|---|
| floorplan | 40 | 0.06012 |
| global placement | 110 | 0.1306 |
| detailed placement | 110 | 0.1323 |
| global route | 110 | 0.1371 |
| finish | 110 | 0.1235 |
| CTS | 110 | 0.1227 |
-- final timing paths --
path / start / to / slack, ns / depth (start not counted)
worst max-delay path: I1[2] / O[2] / 0.07 / 5
worst min-delay path: S[2] / O[0] / 1.26 / 5
-- cells by family after synthesis --
group | synth area share, %
buffers and inverters | 16.13
AOI/OAI and AO/OA | 50.81
and+or+nand+nor | 22.18
muxes | 10.89
-- metal layers --
metal	wire length, um	vias up	GRT usage, %
met5	0	-	0
met4	0	0	0
met3	200	0	1.932
met2	385	21	4.414
met1	620	174	6.131
li1	-	202	-
-- timing repair --
item,CTS,global route
pin swaps,4,2
gates cloned,0,0
setup buffers,0,0
endpoints found under the setup margin,3,3
gates resized,26,8
-- cell type report --
type / count / area share [%]
Multi-Input combinational cell: 33 / 47.38
Tap cell: 46 / 9.644
Inverter: 3 / 1.887
Timing Repair Buffer: 28 / 41.09
Power figures rest on the tool's default switching activity, not on a simulated workload.
