<file path="flow/constraint.sdc">
current_design decoder_to7

set clk_period 1.6
set clk_io_pct 0.2

create_clock -name clk0 -period $clk_period [get_ports {Clk}]

set non_clock_inputs [all_inputs -no_clocks]
set_input_delay [expr $clk_period * $clk_io_pct] -clock clk0 $non_clock_inputs
set_output_delay [expr $clk_period * $clk_io_pct] -clock clk0 [all_outputs]
</file>
<file path="flow/run.sh">
#!/bin/bash
# OpenROAD 26Q1-2900-gdf79404cd8, Yosys 0.63+post, stock flow scripts
make -C /OpenROAD-flow-scripts/flow DESIGN_CONFIG=/design/flow/config.mk WORK_HOME=/design/flow/orfs finish
</file>
<file path="flow/config.mk">
export PLATFORM = sky130hd
export DESIGN_NAME = decoder_to7
export DESIGN_NICKNAME = decoder_to7
export VERILOG_FILES = /design/flow/design.v
export SDC_FILE = /design/flow/constraint.sdc
export NUM_CORES = 4
export LEC_CHECK = 1
export CORE_AREA = 10 10 78 78
export DIE_AREA = 0 0 88 88
</file>
<file path="flow/design.v">
module decoder_to7 (Clk, I, Resetn, Q);
    input Clk, I, Resetn;
    output [6:0] Q;
    parameter S0 = 4'b0000, S1 = 4'b0001, S2 = 4'b0010, S3 = 4'b0011,
                S4 = 4'b0100, S5 = 4'b0101, S6 = 4'b0110, S7 = 4'b0111,
                S8 = 4'b1000, S9 = 4'b1001, S10 = 4'b1010, S11 = 4'b1011,
                S12 = 4'b1100;
    reg [3:0] cur_st, next_st;
    assign Q =
        (cur_st == S3) ? 7'b0001000 : (
        (cur_st == S4) ? 7'b0000011 : (
        (cur_st == S7) ? 7'b1000110 : (
        (cur_st == S8) ? 7'b0100001 : (
        (cur_st == S9) ? 7'b0000110 : (
        (cur_st == S11) ? 7'b0001110 : (
        (cur_st == S12) ? 7'b1110111 : 7'b1111111 ))))));
    always @(posedge Clk) begin
        if (!Resetn) begin
            cur_st <= S0;
        end
        else begin
            cur_st <= next_st;
        end
    end
    always @(cur_st or I) begin
        case (cur_st)
            S0: next_st = (I) ? S2 : S1;
            S1: next_st = (I) ? S4 : S3;
            S2: next_st = (I) ? S6 : S5;
            S5: next_st = (I) ? S8 : S7;
            S6: next_st = (I) ? S10 : S9;
            S10: next_st = (I) ? S12 : S11;
            default: next_st = (I) ? S2 : S1;
        endcase
    end
endmodule
</file>
==> impl_metrics.env <==
# source this file to load flow results
export IMPL_pwr_share_seq_pct=50.6
export IMPL_drt_iter0_markers=9
export IMPL_fmax_ghz=0.656
export IMPL_rsz0062_at_grt="true"
export IMPL_crit_path_cell_trace="buf_4 -> inv_1 -> a2111oi_2 -> buf_2"
export IMPL_dp_cells=110
export IMPL_clkSinkCount=13
export IMPL_start_kind="register"
export IMPL_ys_flops=13
export IMPL_r2r_cells=4
export IMPL_cts_max_level=1
export IMPL_cts_tree="built"
export IMPL_setup_viol=0
export IMPL_synth_area_um2=485
export IMPL_p_int_uw=527
export IMPL_drc=0
export IMPL_cp_end_kind="primary output"
export IMPL_tns_ns=0
export IMPL_clk_latency_ns=0.24
export IMPL_holdBufCountCts=0
export IMPL_num_antenna_cells=0
export IMPL_r2r_end="cur_st[7]"
export IMPL_r2r_start="cur_st[12]"
export IMPL_crit_end="Q[6]"
export IMPL_clockBufferDepth=2
export IMPL_warnings=27
export IMPL_grt_max_degree=9
export IMPL_grt_ovfl_total=0
export IMPL_finalWirelength_um=1090
export IMPL_core_um2=4410
export IMPL_die_area_um2=7740
export IMPL_max_cap_violations=0
export IMPL_power_leakage_uw=0.000303
export IMPL_path_class="register to primary output"
export IMPL_powerDensity_nw_per_um2=868
export IMPL_finalCritPeriodShare_pct=95.2
export IMPL_viasPerCell=3.30
export IMPL_dieHeight_um=88
export IMPL_layout_cells_non_filler=116
export IMPL_irDropWorstVdd_v=0.000298
export IMPL_p_sw_share_pct=19.5
export IMPL_max_slew_margin_pct=73.2
export IMPL_p_sw_uw=127
export IMPL_yosysUniqueCellTypes=19
export IMPL_routedWlPerCell_um=9.37
export IMPL_antenna_found_initial=0
export IMPL_slew_violations=0
export IMPL_ys_seq_share_pct=53.6
export IMPL_placed_cell_area_um2=673
export IMPL_synthCells=45
export IMPL_clkPwrFrac_pct=43.1
export IMPL_clk_pin_slew_worst_paths_ns=0.05
export IMPL_vias=383
export IMPL_synth_chip_area_um2=485
export IMPL_crit_path_max_fanout=4
export IMPL_rows=24
export IMPL_period_minus_slack_ns=1.52
export IMPL_reg2reg_slack_ns=0.31
export IMPL_final_area_um2=753
export IMPL_grt_pass1_vias=382
export IMPL_crit_start="cur_st[12]"
export IMPL_place_gp_congestion=0.773
export IMPL_portBuffers=9
export IMPL_yosysCellCount=45
export IMPL_dr_pass1_iters=3
export IMPL_cpPeakStageDelay_ns=0.34
export IMPL_pin_count=10
export IMPL_status="finished clean"
export IMPL_hold_viol_final=0
export IMPL_clock_skew_ns=0.000817
export IMPL_grt_usage_pct=3.07
export IMPL_worstMarginPinSlew_ns=0.399
export IMPL_yosysWarningCount=1
export IMPL_min_path_type="register to register"
export IMPL_comb_power_share_pct=6.3
export IMPL_cp_arrival_ns=1.20
export IMPL_drive_above_1_share_pct=40.6
export IMPL_reg_top3="cur_st x13"
export IMPL_fp_util_pct=11.0
export IMPL_ant_nets=0
export IMPL_final_util_pct=17.1
export IMPL_avgSynthCellArea_um2=10.8
export IMPL_critical_path_slowest_cell="dfxtp_4"
export IMPL_area_delta_synth_final_pct=55.2
export IMPL_root_buffer="clkbuf_8"
export IMPL_regMostFlops="cur_st"
export IMPL_cp_required_ns=1.28
export IMPL_die_w_um=88
export IMPL_grt_first_pass_wirelength_um=1930
export IMPL_numCtsBuffers=3
export IMPL_largest_reg_flops=13
export IMPL_dpl_hpwl_um=801
-- cell usage after synthesis, drive strengths merged --
library cell	count	area (um2)
and2b	1	7.51
dfxtp	13	260
nand2	1	3.75
and2	5	31.3
and3	5	31.3
a2111oi	1	15.0
a21boi	1	7.51
o21ba	2	20.0
nand2b	2	12.5
a31o	1	8.76
inv	2	7.51
a21oi	2	10.0
a211oi	1	7.51
nor3b	1	12.5
nor4	3	25.0
clkbuf	1	5.00
nor2	2	7.51
o31ai	1	12.5
-- placed cells by master, fill, tap and decap left out, drive strengths merged, types with 2 or more instances in the layout --
| master | instances |
|---|---|
| and2 | 5 |
| inv | 2 |
| buf | 10 |
| nand2b | 2 |
| dfxtp | 13 |
| dlygate4sd2 | 4 |
| nor2 | 2 |
| o21ba | 2 |
| and3 | 5 |
| a21oi | 2 |
| clkdlybuf4s50 | 2 |
| nor4 | 3 |
| clkbuf | 4 |
-- worst min-delay path by stage --
stage / cells after the start / from / to / slack [ns]
final: 1 / cur_st[9] / cur_st[12] / 0.44
after global routing: 1 / cur_st[5] / cur_st[11] / 0.46
after CTS: 1 / cur_st[9] / cur_st[12] / 0.45
-- power by group through the flow --
stage         Clock [uW]  Combinational [uW]  Sequential [uW]
finish               282                41.2              331
global route         308                47.0              332
CTS                  290                42.3              331
-- cell families after synthesis --
logic type | share of synthesized area [%]
and+or+nand+nor | 27.1
AOI/OAI and AO/OA | 16.8
DFF | 53.6
buffers and inverters | 2.58
-- per-stage QoR --
step	setup slack [ns]	hold WS [ns]	total power (uW)
floorplan	0.506	0.377	356
global placement	-0.0488	0.431	385
detailed placement	-0.0537	0.437	386
CTS	-0.00251	0.447	662
global route	-0.0459	0.460	687
finish	0.0766	0.444	654
-- repair_timing --
| action | 4_1_cts | 5_1_grt |
|---|---|---|
| gates resized | 26 | 1 |
| pin swaps | 2 | 1 |
| buffers inserted | 2 | 0 |
| endpoints found under the setup margin | 7 | 3 |
| gates cloned | 0 | 0 |
-- critical path, delay by kind of cell, from the launching register on --
kind	cells	cell delay, ns
buffers and inverters	3	0.34
flip-flops	1	0.34
AND-OR/OR-AND	1	0.29
-- area by class of cell --
class                      count  area, um2
clock buffer                   4       45.0
tap                           52       65.1
sequential                    13        275
inverter                       2       7.51
fill                         468       3660
multi-input combinational     29        234
timing repair buffer          16        126
-- layer usage --
layer  up-vias  wire (um)  GRT usage, %
met5         -          0             0
met4         0         10         0.580
met3         2        180          2.43
met2        13        373          3.64
met1       172        522          4.21
li1        196          -             -
Power figures rest on the tool's default switching activity, not on a simulated workload.
